===== design/flow/run.sh =====
#!/bin/bash
# OpenROAD 26Q1-2900-gdf79404cd8, Yosys 0.63+post, stock flow scripts
make -C /OpenROAD-flow-scripts/flow DESIGN_CONFIG=/design/flow/config.mk WORK_HOME=/design/flow/orfs finish

===== design/flow/config.mk =====
export PLATFORM = sky130hd
export DESIGN_NAME = HIGH
export DESIGN_NICKNAME = HIGH
export VERILOG_FILES = /design/flow/design.v
export SDC_FILE = /design/flow/constraint.sdc
export NUM_CORES = 4
export LEC_CHECK = 1
export CORE_UTILIZATION = 50

===== design/flow/constraint.sdc =====
current_design HIGH

set clk_period 6.9
set clk_io_pct 0.2

create_clock -name clk0 -period $clk_period [get_ports {clk}]

set non_clock_inputs [all_inputs -no_clocks]
set_input_delay [expr $clk_period * $clk_io_pct] -clock clk0 $non_clock_inputs
set_output_delay [expr $clk_period * $clk_io_pct] -clock clk0 [all_outputs]

===== design/flow/design.v =====
`timescale 1ns / 1ps
module ALU( 
	input [7:0]A,
	 input [7:0]B,
	 input [3:0]opcode, 
	output reg [8:0]ALU_out
	,output reg [1:0]flag
	);
initial begin
flag[1]=1'b0;
end
wire [7:0] ao; 
always @ *
case(opcode) 
 4'b0001:   
 begin
 ALU_out = A + B;
 flag[0] = ALU_out[8];
 end
 4'b0010:   
 begin
 ALU_out =A - B; 
 flag[0] = ALU_out[8];
 end
 4'b0011:   
 begin
 ALU_out = A&B; 
 flag[0] = 1'b0;
 end
 4'b0100:   
 begin
 ALU_out = A|B; 
 flag[0] = 1'b0;
 end
 4'b0101:   
 begin
 ALU_out= A<<1; 
 flag[0] = A[7];
 end
 4'b0110:   
 begin
 ALU_out = 1>>A;
 flag[0] = A[0];
 end
 4'b0111:   
 begin
 ALU_out = A^B;
 flag[0] = 1'b0;
 end 
 4'b1000:   
 begin
 ALU_out = ~A;
 flag[0] = 1'b0;
 end 
 4'b1001:   
 begin
 if(A>B) begin
 flag[1] = 1'b1;
 end
 else  begin
 flag[1] = 1'b0;
 end
 flag[0] = 1'b0;
 end 
 4'b1010:   
 begin
 ALU_out = A*B;
 flag[0] = 1'b0;
 end  
 default:
 begin
 ALU_out = 9'b0;
 flag[0] = 1'b0;
 end
 endcase 
 endmodule 
`timescale 1ns / 1ps
module CU(
	input [14:0] pgm_mem,
	input clk_cu,
	output reg [8:0] result,
	output reg [1:0] flag 
	);
wire [7:0] dt_test1;
reg [7:0] dttest1;
wire [7:0] dt_test2;
reg [7:0] dttest2;
wire [7:0] dt_test3;
reg [7:0] dttest3;
wire rd_test1;
reg rdtest1;
wire rd_test2;
reg rdtest2;
wire wr_test1;
reg wrtest1;
wire wr_test2;
reg wrtest2;
wire [4:0] ad_test1;
reg [4:0] adtest1;
wire [2:0] ad_test2;
reg [2:0] adtest2;
wire [2:0] ad_test3;
reg [2:0] adtest3;
wire clk_eu;
reg clkeu;
wire clk_mem;
wire [8:0] result_eu;
reg [8:0] resulteu;
wire [3:0] opcode_eu;
reg [3:0] opcodeeu;
wire [1:0] flag_eu;
assign dt_test2 = dttest2;
assign dt_test3 = dttest3;
assign rd_test1 = rdtest1;
assign rd_test2 = rdtest2;
assign wr_test1 = wrtest1;
assign wr_test2 = wrtest2;
assign ad_test1 = adtest1;
assign ad_test2 = adtest2;
assign ad_test3 = adtest3;
assign clk_eu = clk_cu;
assign clk_mem = clk_cu;
assign opcode_eu = opcodeeu;
always @(*)  begin
	result = result_eu;
end
always @(*)  begin
	flag = flag_eu;
end
always @(*)  begin
	dttest1 = dt_test1;
end
Memory Mem_1(  .rdm(rd_test1),
 		.wrm(wr_test1),
 		.clk_mem(clk_mem),
 		.ad_bus(ad_test1),
 		.idt_bus(dt_test3),
 		.odt_bus(dt_test1)
		);
 EU eu_1( .rd(rd_test2),
 	.wr(wr_test2),
 	.ade_bus(ad_test2),
 	.ad_mov(ad_test3),
 	.clk_eu(clk_eu),
 	.idt_bus(dt_test2),
 	.opcode(opcode_eu),
 	.result(result_eu),
 	.flag(flag_eu)
 	);
always @ (posedge clk_cu)
begin
if(pgm_mem[14:11]==4'b1100) begin  
	adtest1 = pgm_mem[7:3];
	rdtest1 = 1'b1;
	wrtest1 = 1'b0;
	rdtest2 = 1'b0;
	wrtest2 = 1'b1;
	dttest2 = dttest1;
	adtest2 = pgm_mem[10:8];
	end
if(pgm_mem[14:11]==4'b1101) begin  
	adtest2 = pgm_mem[10:8];
	adtest1 = pgm_mem[7:3];
	rdtest2 = 1'b1;
	wrtest2 = 1'b0;
	rdtest1 = 1'b0; 
	wrtest1 = 1'b1;
	end
if(pgm_mem[14:11]==4'b1011) begin  
	opcodeeu = pgm_mem[14:11];
	adtest2 = pgm_mem[10:8];
	adtest3 = pgm_mem[7:5];
	end
if(pgm_mem[14:11]==4'b1110) begin  
	rdtest2 = 1'b0;
	wrtest2 = 1'b1;
	dttest2 = pgm_mem[7:0];
	adtest2 = pgm_mem[10:8];
	end
if((pgm_mem[14:11]<4'b1011)&&(pgm_mem[14:11]>4'b0000)) begin  
	rdtest2 = 1'b0;
	wrtest2 = 1'b0;
	opcodeeu = pgm_mem[14:11];
	result = resulteu;
	end
end
endmodule	
`timescale 1ns / 1ps
module EU(
input [3:0] opcode,
input rd,wr,
input [2:0] ade_bus,
input [2:0] ad_mov,
input [7:0] idt_bus,
input clk_eu,
output reg [8:0] result,
output reg [1:0] flag);
reg [7:0] eu_mem [7:0];
reg [7:0] A;
reg [7:0] B;
wire [7:0] w_A ;
reg [7:0] wA;
wire [7:0] w_B ;
reg [7:0] wB;
wire [3:0] w_op;
reg [3:0] wop;
wire [8:0] result1;
reg [8:0] result_1;
wire [1:0] flag1;
reg [1:0] flag_1;
assign w_A = wA;
assign w_B = wB;
assign w_op = wop;
always @(*)  begin
	result = result1;
	eu_mem[2] = result1;
end
always @(*)  begin
	flag = flag1;
end
ALU eu_alu(.A(w_A),
	.B(w_B),
	.opcode(w_op),
	.ALU_out(result1),
	.flag(flag1)
	);
always @ (posedge clk_eu)
begin
if(rd) begin  
result = eu_mem[ade_bus];
end
if(wr) begin  
eu_mem[ade_bus] = idt_bus;
end
if(opcode == 4'b1011)  begin    
eu_mem[ade_bus] = eu_mem[ad_mov];
end
if((~rd)&&(~wr)) begin  
	wA = eu_mem[0];
	wB = eu_mem[1];
	wop = opcode;
end
end
endmodule
`timescale 1ns / 1ps
module Memory(
input rdm ,wrm,
input clk_mem,
input [4:0] ad_bus,
input [7:0] idt_bus,
output reg [7:0] odt_bus); 
reg [7:0] dt_mem [0:31]; 
initial begin
dt_mem[0] = 8'b00011000;
dt_mem[1] = 8'b10011001;
end
always @(posedge clk_mem) 
begin 
if (rdm) begin    
odt_bus = dt_mem [ad_bus]; 
end
if (wrm) begin   
dt_mem [ad_bus] = idt_bus; 
end 
end
endmodule
`timescale 1ns / 1ps
module Pgm_memory(input [4:0] adp_bus,
		input wr,rd,
		input clk_pgm,
		output reg [14:0] pgm_line    
		);
reg [14:0] pgm_memory [31:0];
initial begin
pgm_memory[0] = 15'b111000000000001;   
pgm_memory[1] = 15'b111010100000101;   
pgm_memory[2] = 15'b111010000000001;   
pgm_memory[3] = 15'b111001100000001;   
pgm_memory[4] = 15'b101100010100000;   
pgm_memory[5] = 15'b101100110000000;
pgm_memory[6] = 15'b101001100000001;
pgm_memory[7] = 15'b101110001000000;
pgm_memory[8] = 15'b101100101100000;
pgm_memory[9] = 15'b001000101100000;
pgm_memory[10] = 15'b101110101000000;
pgm_memory[11] = 15'b101100010100000;
pgm_memory[12] = 15'b101100101100000;
pgm_memory[13] = 15'b100100110000000;
pgm_memory[14] = 15'b000000100100000;
end
always@ (posedge clk_pgm)
begin
pgm_line = pgm_memory[adp_bus];
end
endmodule
`timescale 1ns / 1ps
module HIGH(input clk,
	output reg [8:0] result_main,
	output reg [1:0] flag_main
	);
reg [4:0] pgm_ctr;
wire clk_test1;
wire clk_test2;
wire [8:0] result_1;
reg [8:0] result1;
wire [1:0] flag_1;
reg [1:0] flag1;
wire [14:0] pmem_test1;
reg [14:0] pmemtest1;
wire [14:0] pmem_test2;
reg [14:0] pmemtest2;
wire [4:0] adp_test1;
assign clk_test1 = clk;
assign clk_test2 = clk;
assign adp_test1 = pgm_ctr;
always @(*)  begin
	result_main = result_1;
end
always @(*)  begin
	flag_main = flag_1;
end
always @(*)  begin
	pmemtest1 = pmem_test1;
end
CU cu_main(.pgm_mem(pmem_test1),
	.clk_cu(clk_test1),
	.result(result_1),
	.flag(flag_1)
	);
Pgm_memory pgm_1(.adp_bus(adp_test1),
	.clk_pgm(clk_test2),
	.pgm_line(pmem_test1)
	);
initial begin
pgm_ctr = 5'b00000;
end
always @(posedge clk)
begin
if((pmemtest1[14:11] == 4'b0000) && flag_main[1]==1) 
begin
pgm_ctr = pmemtest1[7:3];
end
else  begin
pgm_ctr = pgm_ctr + 5'b00001;
end
end
endmodule

==> reports/metrics.csv <==
stage,metric,value,unit
finish,fillers,1029,
pwr,p_leak,2.02,nW
run,tool_warnings,38,
pwr,combPwrFrac,0,%
sta,fin_tns_setup,0,ns
logic_synthesis,yosys-top-cells-count,"74 x dfxtp_1, 74 x nand2_1, 47 x mux2i_1, 36 x edfxtp_1",
sta,tightest_slew,0.885,ns
floorplanning,die_w,112,um
finish,area_growth_syn_to_layout,4.80,%
routing,drc_errors,0,
worst_setup_path,r2r_cells,5,
worst_setup_path,r2r_end,cu_main.eu_1.wB[6]$_DFFE_PP_,
global_route,grt_pass1_vias,4171,
logic_synthesis,ys_area,6070,um^2
routing,totalWireLength,14500,um
sta,skew,0.00753,ns
sta,finalSetupViolCount,0,
worst_setup_path,reg2reg_slack,3.70,ns
clock_network,clk_pin_slew,0.08,ns
routing,antenna_cells,0,
placed_design,placed_area,6070,um^2
routing,wire_per_inst,19.0,um
clock_network,numCtsBuffers,9,
sta,fin_crit,3.98,ns
clock_network,clk_latency,0.36,ns
clock_network,cts_root_buffer,clkbuf_16,
finish,fin_area,6360,um^2
logic_synthesis,ys_types,73,
floorplanning,fp_util,52.3,%
floorplanning,die_h,112,um
clock_network,ctsResizeCount,0,
pwr,power.total,1.18,mW
worst_setup_path,worstSetupPathType,register to output pin,
placed_design,place_congestion,0.841,
logic_synthesis,ys_async_sr_fraction,0,%
outcome,outcome,"finished, final reports clean",
logic_synthesis,edf_count,36,
worst_setup_path,critPathLaunchType,register,
routing,vias,4616,
logic_synthesis,yosysWarningCount,59,
worst_hold_path,hold_depth,0,
global_route,antenna_found_initial,0,
logic_synthesis,ys.flop_type,dfxtp_1,
pwr,clkPwrFrac,43.8,%
worst_setup_path,crit_fanout,3,
clock_network,cts_hold_buf,0,
placed_design,dp.cells,748,
routing,drtIter0Drc,297,
pwr,power.density,186,nW/um^2
pwr,power.internal,0.920,mW
logic_synthesis,synth_area_leader_cell,dfxtp_1,
sta,unclocked_pins,1,
floorplanning,core_area,11600,um^2
routing,vias_per_cell,6.04,
placed_design,io_buffers,2,
sta,relSlewSlack,40.8,%
sta,finalCritPeriodShare,57.7,%
logic_synthesis,syn_area_per_cell,9.39,um^2
floorplanning,io-pin-count,12,
clock_network,post_cts_buffers,0,
finish,fin_cells,764,
placed_design,hpwl,9590,um
pwr,p_sw_share,22.1,%
logic_synthesis,area_leaders,"dfxtp_1 24%, edfxtp_1 18%, mux2i_1 7.7%",
sta,hold_violations,0,
logic_synthesis,ys_ff,111,
global_route,grt_pass1_wl,23200,um
logic_synthesis,top_area_share,24.4,%
worst_setup_path,critical_path_arrival,2.60,ns
worst_hold_path,min_to,cu_main.adtest2[0]$_DFFE_PP_,
worst_setup_path,end_kind,output pin,
routing,final_antenna_net_count,0,
sta,rsz0062_at_grt,false,
global_route,track_usage,24.8,%
sta,fmax,0.251,GHz
logic_synthesis,ys_cells,647,
pwr,switchingPower,0.261,mW
finish,drive_gt1_share,8.05,%
worst_hold_path,hold_class,register to register,
sta,hold_slack,0.402,ns
global_route,grt_overflow,0,
worst_setup_path,r2r-start,cu_main.adtest2[1]$_DFFE_PP_,
global_route,grt_start_max_net_pins,56,
clock_network,cts_tree,done,
clock_network,cts_max_level,3,
logic_synthesis,synthCells,647,
routing,drt_first_pass_iters,4,
worst_hold_path,min_from,pgm_1.pgm_line[8]$_DFF_P_,
clock_network,clockBufferDepth,2,
floorplanning,rows,39,
pwr,seqPwrFrac,56.1,%
pwr,vdd_drop_max,0.168,mV
sta,untimed_endpoints,2,
logic_synthesis,syn-cell-area,6070,um^2
floorplanning,die_area,12600,um^2
sta,drv_slew,0,
worst_setup_path,worst_ep_required_time,5.52,ns
run,drv_cap,0,
[worst max path at each step]
stage / slack (ns) / to / cells after the start / from
global route: 2.75 / flag_main[0] / 8 / cu_main.eu_1.wB[1]$_DFFE_PP_
finish: 2.92 / flag_main[0] / 8 / cu_main.eu_1.wB[1]$_DFFE_PP_
CTS: 2.89 / flag_main[0] / 7 / cu_main.eu_1.wA[1]$_DFFE_PP_
[power by group through the flow]
| stage | clock [mW] | combinational (mW) | sequential, mW |
|---|---|---|---|
| 5_1_grt | 0.556 | 0.000392 | 0.663 |
| 4_1_cts | 0.534 | 0.000149 | 0.663 |
| 6_report | 0.518 | 0.000107 | 0.663 |
[stage by stage]
stage	util [%]	setup WS [ns]
after floorplan	-	3.92
after global placement	52.2	3.32
after detailed placement	52.2	3.29
after CTS	54.8	2.89
after global routing	54.8	2.75
final	54.8	2.92
[cell usage in the layout, fill, tap and decap left out, types with 4 or more instances in the layout]
cell / Yosys / layout
nand4_1: 15 / 15
conb_1: 1 / 9
nand3_1: 27 / 27
mux2_2: 10 / 10
mux2i_1: 47 / 47
nand2b_1: 10 / 10
o21ai_0: 32 / 32
o31ai_1: 7 / 7
and3_1: 8 / 8
inv_1: 20 / 20
a21oi_1: 34 / 34
and2_1: 5 / 5
nor4bb_1: 9 / 9
nand2_1: 74 / 74
nor3_1: 4 / 4
ha_1: 23 / 23
o21ai_1: 7 / 7
nand4b_1: 15 / 15
nand3b_1: 7 / 7
buf_4: 12 / 8
dfxtp_1: 74 / 74
nor2_1: 34 / 34
nor2b_1: 11 / 11
edfxtp_1: 36 / 36
a22oi_1: 7 / 7
clkbuf_16: 0 / 9
[registers in the layout, summed over array words and instances, names as in the netlist, 3 cells and up]
signal	count
cu_main.eu_1.wop	4
cu_main.adtest2	3
cu_main.dttest2	6
cu_main.eu_1.wB	8
cu_main.eu_1.eu_mem	56
cu_main.eu_1.wA	8
cu_main.opcodeeu	4
pgm_ctr	4
pgm_1.pgm_line	12
cu_main.adtest3	3
[worst max-delay path: stages (launching register included)]
cell	delay, ns
edfxtp_1	0.36
inv_1	0.05
ha_1	0.31
nor2b_1	0.14
o211ai_1	0.15
a21oi_1	0.10
or4_1	0.46
a31oi_1	0.19
clkdlybuf4s50_1	0.48
[metal layers]
layer	track usage, %	share of wire, %	vias up
met4	5.24	2.2	0
met2	35.4	43	114
met1	41.6	50	2203
met5	0	0	-
met3	4.46	5.0	21
li1	-	-	2278
[area by class of cell]
class	count	area (um^2)	share of cell area (%)
clock inverters	7	73.8	1.16
inverters	20	75.1	1.18
multi-input cells	464	3150	49.6
clock buffers	9	225	3.54
well taps	143	179	2.81
flip-flops and latches	111	2580	40.5
repair buffers	10	80.1	1.26
[kinds of logic (layout without fill, tap and decap cells)]
| logic type | after synthesis | count (layout) | share of synthesized area (%) |
|---|---|---|---|
| buf+inv | 80 | 46 | 6.22 |
| latches | 1 | 1 | 0.247 |
| xor+xnor | 3 | 3 | 0.433 |
| fa+ha+maj | 23 | 23 | 4.74 |
| mux | 59 | 59 | 10.0 |
| other cells | 1 | 9 | 0.0617 |
| simple gates | 245 | 245 | 22.7 |
| compound gates | 125 | 125 | 13.4 |
| flops | 110 | 110 | 42.2 |
Power and IR drop assume default switching activity.
